File: design/flow/constraint.sdc
current_design pipelined_fir

set clk_period 8.9
set clk_io_pct 0.2

create_clock -name clk0 -period $clk_period [get_ports {clk}]

set non_clock_inputs [all_inputs -no_clocks]
set_input_delay [expr $clk_period * $clk_io_pct] -clock clk0 $non_clock_inputs
set_output_delay [expr $clk_period * $clk_io_pct] -clock clk0 [all_outputs]
File: design/flow/config.mk
export PLATFORM = sky130hd
export DESIGN_NAME = pipelined_fir
export DESIGN_NICKNAME = pipelined_fir
export VERILOG_FILES = /design/flow/design.v
export SDC_FILE = /design/flow/constraint.sdc
export NUM_CORES = 4
export LEC_CHECK = 1
export CORE_UTILIZATION = 30
File: design/flow/design.v
module pipelined_fir(clk,reset,xn,yn);
input clk,reset;
input [15:0] xn;
output wire signed [15:0] yn;
parameter signed [15:0] h0=16'b1001100110111011;
parameter signed [15:0] h1=16'b1010111010101110;
parameter signed [15:0] h2=16'b0101001111011011;
parameter signed [15:0] h3=16'b0100100100101000;
reg signed [31:0] mul_reg [0:3];
reg signed [31:0] add_reg [0:2];
reg signed [31:0] yn_reg;
always @(posedge clk or posedge reset)
	if(reset)
		begin
		mul_reg[0]<=0;
		mul_reg[1]<=0;
		mul_reg[2]<=0;
		mul_reg[3]<=0;
		add_reg[0]<=0;
		add_reg[1]<=0;
		add_reg[2]<=0;
		yn_reg<=0;	
		end
	else
		begin
		add_reg[0]<=mul_reg[0];
		add_reg[1]<=mul_reg[1]+add_reg[0];
		add_reg[2]<=mul_reg[2]+add_reg[1];
		yn_reg<=mul_reg[3]+add_reg[2];
		mul_reg[0]<=xn*h3;
		mul_reg[1]<=xn*h2;
		mul_reg[2]<=xn*h1;
		mul_reg[3]<=xn*h0;
		end
	assign yn=yn_reg[31:16];
endmodule 
File: design/flow/run.sh
#!/bin/bash
# OpenROAD 26Q1-2900-gdf79404cd8, Yosys 0.63+post, stock flow scripts
make -C /OpenROAD-flow-scripts/flow DESIGN_CONFIG=/design/flow/config.mk WORK_HOME=/design/flow/orfs finish
==> Table 3: Implementation characteristics <==
Table: implementation figures

Parameter                              Value

Outcome
  Run status    finished clean

Clocking
  Largest buffer count on any clock path    3
  Worst skew pair latency    0.58 ns
  Cells resized by post-CTS repair    0
  Buffers inserted during post-CTS setup optimization    0
  Hold Buf Count CTS    0
  CTS tree    built
  Clock slew at reported path FFs    0.06 ns
  Root Buffer Master    sky130_fd_sc_hd__clkbuf_16
  Number of buffers created by CTS    27
  CTS sink count    223
  Max H-tree Level    1

Critical path
  Maximum fanout count along the critical path    9
  Critical path capture point type    flop
  Element type at the critical path start    primary input
  Required time at the endpoint of the critical path    9.36 ns
  Number of cells on the worst reg-to-reg path    12
  Setup Crit Path Kind    in -> reg
  Register-to-register path setup slack    5.48 ns
  Crit path DAT    8.24 ns

Yosys
  Post-synthesis sequential area ratio    21.3%
  Top cells by area    sky130_fd_sc_hd__fa_1 (24%), sky130_fd_sc_hd__ha_1 (23%), sky130_fd_sc_hd__dfrtp_1 (21%)
  Yosys simple share    5.88%
  Fraction of the mapped netlist area in adder cells    47.0%
  Top comb family, area    adder cells
  Top-area cell share    24.3%
  Area of the mapped netlist    26200 µm²
  Flip-flops with a built-in enable    0
  Complex-gate fraction of the synthesized area    12.8%
  Dominant register cell    sky130_fd_sc_hd__dfrtp_1
  Share of flip-flops with an asynchronous set or reset    100%
  Synth area leader    sky130_fd_sc_hd__fa_1
  Xor and xnor area share after synthesis    5.46%
  Synth mux share    0.0765%
  Number of distinct standard cells referenced by the synthesized netlist    79
  Post-synthesis cell count from yosys    2510
  Synthesized area per cell    10.4 µm²
  Mapped Cells    2510
  Flops after synth    223
  Synthesis area per yosys    26200 µm²
  Yosys warns    3

Final timing
  Setup repair after global routing missed its margin    no
  Count of final setup violators    0
  Transition time of the tightest slew-check pin    0.787 ns
  Post-route minimum period    7.78 ns
  Fin Clk Skew    0.0471 ns
  Summed negative setup slack over all endpoints    0 ns
  Cycle use final    87.4%
  Max-slew violation count    0
  Max Fclk    129 MHz
  Final Hold Fails    0
  Headroom to the max-slew limit    47.1%
  Hold slack final    0.346 ns

Floorplanning
  Total die area    88400 µm²
  Floorplan die height    297 µm
  Core region area    85800 µm²
  Core Util at FP    30.5%
  IO Pins    34
  DIE WIDTH    297 µm
  Number of placement rows    107

Route
  Vias    17800
  Drt via density    4.74
  Antenna fix cells    0
  Violation count after the first detailed-route iteration    820
  Average routed wire per standard cell    20.1 µm
  Iteration tally of the first detailed-router pass    5
  Antenna viol nets, final    0
  Count of unresolved DRC violations after routing    0
  Sum of routed wire length over all layers    75.4 mm

Placed design
  Cell total after placement    3701
  Final HPWL DP    66.7 mm
  Weighted congestion at the end of routability-driven global placement    1.03
  DP Area    28100 µm²
  Port Buffers    33

Cells and area
  Max FFs per register    116
  Fraction of layout instances using a drive strength above 1    4.49%
  Layout-stage area growth over the synthesis result    10.8%
  Top logic cell by instance count in the layout    sky130_fd_sc_hd__inv_1
  Summed area of non-filler cells in the final layout    29000 µm²
  Number of standard cells in the final layout excluding fillers    3748
  Dominant logic cell types in the final layout    sky130_fd_sc_hd__inv_1 (494), sky130_fd_sc_hd__ha_1 (474), sky130_fd_sc_hd__fa_1 (318)

Min path
  Hold WC Path Type    reg -> reg
  Hold-critical path depth    0

GRT
  Vias in the first global route    18800
  Maximum number of pins on one net before global-route repair    60
  Antenna violations before repair    3
  Global-route total usage across every layer    17.9%
  Wire length of the first global-routing pass    114 mm
  Gr ovfl total    0

Job
  Maxcap violations    0
  Count of tool warnings    29
[kinds of logic (layout without fill, tap and decap cells)]
family / after synthesis / in the layout
adder cells (fa/ha/maj): 792 / 792
buffers and inverters: 521 / 615
AND-OR/OR-AND: 495 / 495
AND/OR/NAND/NOR: 314 / 314
flip-flops: 223 / 223
XOR/XNOR: 163 / 163
multiplexers: 2 / 2
[critical path, cell delays in order]
cell	delay, ns
sky130_fd_sc_hd__clkdlybuf4s50_1	0.76
sky130_fd_sc_hd__ha_1	0.69
sky130_fd_sc_hd__inv_1	0.23
sky130_fd_sc_hd__fa_1	0.53
sky130_fd_sc_hd__inv_1	0.05
sky130_fd_sc_hd__fa_1	0.48
sky130_fd_sc_hd__fa_1	0.50
sky130_fd_sc_hd__fa_1	0.53
sky130_fd_sc_hd__inv_1	0.07
sky130_fd_sc_hd__fa_1	0.49
sky130_fd_sc_hd__inv_1	0.04
sky130_fd_sc_hd__ha_1	0.39
sky130_fd_sc_hd__nand2_1	0.08
sky130_fd_sc_hd__nor2_1	0.21
sky130_fd_sc_hd__and3_1	0.21
sky130_fd_sc_hd__o211ai_1	0.16
sky130_fd_sc_hd__a31o_2	0.30
sky130_fd_sc_hd__a211oi_1	0.32
sky130_fd_sc_hd__nor4b_1	0.09
sky130_fd_sc_hd__a311o_1	0.32
[stage by stage]
stage | setup WS, ns | utilization (%)
global placement | 0.567 | 32.8
CTS | 1.17 | 33.8
detailed placement | 0.564 | 32.8
finish | 1.12 | 33.8
floorplan | 1.01 | -
global route | 0.766 | 33.8
[cells in the mapped netlist (15+ instances only)]
| master | count |
|---|---|
| sky130_fd_sc_hd__a211oi_1 | 17 |
| sky130_fd_sc_hd__a21o_1 | 100 |
| sky130_fd_sc_hd__a21oi_1 | 140 |
| sky130_fd_sc_hd__a31oi_1 | 16 |
| sky130_fd_sc_hd__and3_1 | 15 |
| sky130_fd_sc_hd__clkbuf_1 | 25 |
| sky130_fd_sc_hd__dfrtp_1 | 223 |
| sky130_fd_sc_hd__fa_1 | 318 |
| sky130_fd_sc_hd__ha_1 | 474 |
| sky130_fd_sc_hd__inv_1 | 495 |
| sky130_fd_sc_hd__nand2_1 | 77 |
| sky130_fd_sc_hd__nand3_1 | 41 |
| sky130_fd_sc_hd__nand4_1 | 19 |
| sky130_fd_sc_hd__nor2_1 | 82 |
| sky130_fd_sc_hd__nor2b_1 | 19 |
| sky130_fd_sc_hd__o21a_1 | 25 |
| sky130_fd_sc_hd__o21ai_0 | 75 |
| sky130_fd_sc_hd__o21bai_1 | 17 |
| sky130_fd_sc_hd__xnor2_1 | 108 |
| sky130_fd_sc_hd__xor2_1 | 55 |
[path summary, 6_finish.rpt]
path                                 from        endpoint
hold / removal             mul_reg[0][14]  add_reg[0][14]
min in group asynchronous           reset      yn_reg[27]
setup reg to reg            add_reg[1][0]  add_reg[1][29]
max in group asynchronous           reset  mul_reg[0][11]
setup / recovery                   xn[12]  mul_reg[1][30]
hold reg to reg            mul_reg[0][14]  add_reg[0][14]
[cell type report]
class	instances	area, µm²
fillers	8531	56800
multi-input cells	1766	18600
flip-flops and latches	223	5580
inverters	495	1870
well taps	1144	1430
clock buffers	36	769
repair buffers	73	631
clock inverters	11	91.3
[per-layer routing]
layer / global-route usage [%] / share of wire (%) / up-vias / wire length [µm]
met5: 0 / 0.011 / - / 8
met4: 4.98 / 3.3 / 2 / 2510
met3: 6.82 / 9.0 / 122 / 6800
met2: 27.9 / 46 / 468 / 34700
met1: 23.6 / 42 / 8658 / 31300
li1: - / - / 8530 / -
