`/design/flow/config.mk`:
```
export PLATFORM = sky130hd
export DESIGN_NAME = fir_filter
export DESIGN_NICKNAME = fir_filter
export VERILOG_FILES = /design/flow/design.v
export SDC_FILE = /design/flow/constraint.sdc
export NUM_CORES = 4
export LEC_CHECK = 1
export CORE_UTILIZATION = 50
```
`/design/flow/constraint.sdc`:
```
current_design fir_filter

set clk_period 16.9
set clk_io_pct 0.2

create_clock -name clk0 -period $clk_period [get_ports {clk}]

set non_clock_inputs [all_inputs -no_clocks]
set_input_delay [expr $clk_period * $clk_io_pct] -clock clk0 $non_clock_inputs
set_output_delay [expr $clk_period * $clk_io_pct] -clock clk0 [all_outputs]
```
`/design/flow/design.v`:
```
module fir_filter(clk,reset,data_in,data_out);
input clk,reset;
input signed [15:0] data_in;  
output reg signed [15:0] data_out;  
parameter signed [15:0] b0=16'b1100101110011001;
parameter signed [15:0] b1=16'b1110101010001110;
parameter signed [15:0] b2=16'b0011001111011011;
parameter signed [15:0] b3=16'b0110100000001000;
parameter signed [15:0] b4=16'b0110100000001000;
parameter signed [15:0] b5=16'b0011001111011011;
parameter signed [15:0] b6=16'b1110101010001110;
parameter signed [15:0] b7=16'b1101110110111011;
wire signed [39:0]y;  
reg signed [15:0]x[0:7]; 
always @(posedge clk or posedge reset)
	if(reset)
		begin
		x[0] <=0;
		x[1] <=0;
		x[2] <=0;
		x[3] <=0;
		x[4] <=0;
		x[5] <=0;
		x[6] <=0;
		x[7] <=0;
		data_out<=0;
		end
	else
		begin
		x[0] <= data_in;
		x[1] <= x[0];
		x[2] <= x[1];
		x[3] <= x[2];
		x[4] <= x[3];
		x[5] <= x[4];
		x[6] <= x[5];
		x[7] <= x[6];
		data_out <= y[30:15];
		end
assign y=x[0] * b0 + x[1] * b1 + x[2] * b2 + x[3] * b3 + x[4] * b4 + x[5] * b5 + x[6] * b6 + x[7] * b7;
endmodule 
```
`/design/flow/run.sh`:
```
#!/bin/bash
# OpenROAD 26Q1-2900-gdf79404cd8, Yosys 0.63+post, stock flow scripts
make -C /OpenROAD-flow-scripts/flow DESIGN_CONFIG=/design/flow/config.mk WORK_HOME=/design/flow/orfs finish
```
==> results.json <==
{
  "status": "finished clean",
  "post_cts_buffers": 0,
  "path_clk_slew_ps": 80,
  "crit_fanout": 8,
  "crit_buf_inv": 4,
  "antenna_found_initial": 0,
  "synth_warnings": 2,
  "cts-hold-fix-buffers": 0,
  "hpwlAfterDp_um": 95200,
  "drt_iter0_markers": 875,
  "drive_above_1_share_pct": 1.69,
  "drv_slew": 0,
  "clock_latency_ps": 510,
  "grt_overflow_total": 0,
  "tightest_slew_ps": 873,
  "setup_tns_ps": 0,
  "htree_levels": 4,
  "cts_buffer_depth": 2,
  "fin_crit_sh_pct": 74.5,
  "worstSetupStartpointType": "flop",
  "port_buffers": 33,
  "postSynthCellCount": 3950,
  "cap_violations": 0,
  "synthToLayoutAreaGrowth_pct": 5.95,
  "timing.fmax_ghz": 0.0794,
  "core_um2": 82100,
  "gp_congestion": 1.00,
  "critical_path.top_delay_family": "adder cells",
  "pin_count": 34,
  "die_h_um": 290,
  "initCoreUtil_pct": 50.5,
  "grt_pass1_wl_um": 162000,
  "ys_seq_share_pct": 8.69,
  "wl_per_cell_um": 20.4,
  "holdWs_ps": 468,
  "relSlewSlack_pct": 40.3,
  "ys_dominant_reg_cell": "dfrtp_1",
  "die_area_um2": 84100,
  "hold_class": "reg2reg",
  "rsz0062_at_grt": "false",
  "grt.total_usage_pct": 28.8,
  "cp_common_cell": "fa_1",
  "layout_top_cells": "1468 x inv_1, 899 x fa_1, 816 x ha_1",
  "cts-root-buf": "clkbuf_16",
  "vias": 24435,
  "min_period_ps": 12590,
  "num_rows": 105,
  "stdcell_count": 5104,
  "numSynthFlops": 144,
  "drc_errors": 0,
  "firstDrtPassIters": 4,
  "ys_async_sr_fraction_pct": 100,
  "synth-edff-count": 0,
  "met2_usage_pct": 42.3,
  "critPathKind": "reg2reg",
  "cts_repair_resize_count": 0,
  "drtAntennaViolNets": 0,
  "cts.sinks": 144,
  "use_met1_pct": 40.7,
  "timing_hold_violations_final": 0,
  "die_w_um": 290,
  "grt_pass1_vias": 26584,
  "critPathRequiredTime_ps": 17290,
  "warnings": 65,
  "ys_cells": 3950,
  "syn_avg_cell_area_um2": 10.5,
  "vias_per_cell": 4.79,
  "crit_arrival_ps": 12970,
  "synth_cell_types": 58,
  "grt_max_degree": 55,
  "grtUsageMet3_pct": 14.4,
  "setup-violations-final": 0,
  "crit_path_top_delay_cell": "o311ai_1",
  "synth-area-yosys_um2": 41400,
  "netlist_area_um2": 41400,
  "critPathCaptureType": "flop",
  "dp.cells": 5071,
  "cts-buffers-inserted": 17,
  "cts_tree": "built",
  "routed_wirelength_um": 104000,
  "lay_top_count": "inv_1",
  "critPathMaxStageDelay_ps": 660,
  "top_usage_layer": "met2",
  "finClkSkew_ps": 17.5
}
path summary, 6_finish.rpt:
check	from	to	slack, ps	cells past startpoint
worst max-delay path	x[1][8]	data_out[15]	4310	39
worst min-delay path	x[3][12]	x[4][12]	470	0
worst max register to register	x[1][8]	data_out[15]	4310	39
worst min register to register	x[3][12]	x[4][12]	470	0
max in group asynchronous	reset	x[5][15]	11870	4
min in group asynchronous	reset	x[0][4]	3270	2
layout make-up:
| type | count | area (µm²) |
|---|---|---|
| clock buffer | 17 | 425 |
| sequential | 144 | 3600 |
| clock inverter | 15 | 209 |
| fill | 7340 | 38200 |
| inverter | 1469 | 5520 |
| timing repair buffer | 56 | 503 |
| multi-input combinational | 2332 | 32300 |
| tap | 1070 | 1340 |
| antenna | 1 | 2.50 |
synthesized netlist by cell type (7+ instances only):
cell type	count	area [µm²]
inv_1	1469	5510
fa_1	899	18000
ha_1	816	10200
dfrtp_1	144	3600
xnor2_1	127	1110
a21oi_1	67	335
nor2_1	63	236
nand2_1	47	176
xor2_1	44	385
o21ai_1	29	145
a21o_1	23	173
o21ai_0	21	105
nor3_1	20	100
nor2b_1	18	113
nand3_1	14	70.1
nand2b_1	13	81.3
mux2i_1	12	120
a211oi_1	10	75.1
a21boi_1	8	60.1
or2_2	7	43.8
sequential cells by signal, indices dropped and copies added (netlist names):
signal / flops
data_out: 16
x: 128
routing by layer:
layer / vias to the layer above / part of all wire [%]
li1: 11768 / -
met1: 11861 / 40
met2: 720 / 46
met3: 80 / 12
met4: 6 / 2.4
met5: - / 0.22
through the flow:
| step | instance area, µm² | setup slack, ps | util [%] |
|---|---|---|---|
| floorplan | 41400 | 5110 | - |
| global placement | 43300 | 4410 | 52.7 |
| detailed placement | 43300 | 4360 | 52.7 |
| CTS | 43900 | 4330 | 53.5 |
| global route | 43900 | 3710 | 53.5 |
| finish | 43900 | 4310 | 53.5 |
logic make-up after synthesis:
| group | synth area share (%) |
|---|---|
| compound gates | 3.39 |
| simple gates | 2.47 |
| flops | 8.69 |
| xor+xnor | 3.76 |
| mux | 0.290 |
| fa+ha+maj | 68.1 |
| buf+inv | 13.3 |
