### /design/flow/config.mk
export PLATFORM = sky130hd
export DESIGN_NAME = fir_tdf
export DESIGN_NICKNAME = fir_tdf
export VERILOG_FILES = /design/flow/design.v
export SDC_FILE = /design/flow/constraint.sdc
export NUM_CORES = 4
export LEC_CHECK = 1
export CORE_UTILIZATION = 30
### /design/flow/constraint.sdc
current_design fir_tdf

set clk_period 1.6
set clk_io_pct 0.2

create_clock -name clk0 -period $clk_period [get_ports {clk}]

set non_clock_inputs [all_inputs -no_clocks]
set_input_delay [expr $clk_period * $clk_io_pct] -clock clk0 $non_clock_inputs
set_output_delay [expr $clk_period * $clk_io_pct] -clock clk0 [all_outputs]
### /design/flow/design.v
module fir_tdf(clk,reset,xn,yn);
input [15:0] xn;
input clk,reset;
output wire signed [31:0] yn;
reg signed [31:0] pp [0:15];
integer i;
reg signed [31:0] pp_0, pp_1, pp_2, pp_3, pp_4, pp_5,
pp_6, pp_7, pp_8, pp_9, pp_10, pp_11,
pp_12, pp_13, pp_14, pp_15;
reg signed [31:0] s0,s1,s2,s3,s4,s0_reg,s1_reg,s2_reg,s3_reg,s4_reg;
reg signed [32:0] c0,c1,c2,c3,c4,c0_reg,c1_reg,c2_reg,c3_reg,c4_reg;
always 
 	begin
	pp_0={5'b00000,~xn[15],xn[14:0],11'b0};
	pp_1={7'b0000000,xn[15],~xn[14:0],9'b0};
	pp_2={10'b0000000000,~xn[15],xn[14:0],6'b0};
	pp_3={13'b0,~xn[15],xn[14:0],3'b0};
	pp_4={2'b00,~xn[15],xn[14:0],14'b0};
	pp_5={6'b0,xn[15],~xn[14:0],10'b0};
	pp_6={1'b0,~xn[15],xn[14:0],15'b0};
	pp_7={6'b0,xn[15],~xn[14:0],10'b0};
	pp_8={9'b0,xn[15],~xn[14:0],7'b0};
	pp_9={12'b0,xn[15],~xn[14:0],4'b0};
	pp_10={2'b0,~xn[15],xn[14:0], 14'b0};
	pp_11={6'b0,xn[15],~xn[14:0], 10'b0};
	pp_12={5'b0,~xn[15],xn[14:0],11'b0};
	pp_13={7'b0, xn[15],~xn[14:0],9'b0};
	pp_14={10'b0,~xn[15],xn[14:0],6'b0};
	pp_15={13'b0,~xn[15],xn[14:0],3'b0};
	end
reg signed [15:0] xn_reg;
reg signed[31:0] s00,s000,s10,s20,s200,s30,s40,s01,s21,s41;
reg signed[32:0] c00,c000,c10,c20,c200,c30,c40,c01,c21,c41;
reg signed [31:0] CV=32'b01101111011100000001000010010000;
assign yn=c0_reg+s0_reg;
always @(posedge clk or posedge reset)
	if(reset)
	begin
		xn_reg<=0;
		s0_reg<=0;
		s1_reg<=0;
		s2_reg<=0;
		s3_reg<=0;
		s4_reg<=0;
	end
	else
	begin
		xn_reg<=xn;
		s0_reg<=s0;
		s1_reg<=s1;
		s2_reg<=s2;
		s3_reg<=s3;
		s4_reg<=s4;
	end
always @*
	for(i=0;i<32;i=i+1)
		begin
		{c00[i+1],s00[i]}=pp_0[i]+pp_1[i]+pp_2[i];
		{c000[i+1],s000[i]}=pp_3[i]+s1_reg[i]+c1_reg[i];
		{c10[i+1],s10[i]}=pp_4[i]+pp_5[i]+s2_reg[i];
		{c20[i+1],s20[i]}=pp_6[i]+pp_7[i]+pp_8[i];
		{c200[i+1],s200[i]}=pp_9[i]+s3_reg[i]+c3_reg[i];
		{c30[i+1],s30}=pp_10[i]+pp_11[i]+s4_reg[i];
		{c40[i+1],s40[i]}=pp_13[i]+pp_14[i]+pp_15[i];
		{c01[i+1],s01[i]}=c00[i]+s00[i]+s000[i];
		{c21[i+1],s21[i]}=s20[i]+c20[i]+s200[i];
		{c41[i+1],s41[i]}=c40[i]+s40[i]+pp_12[i];
		{c0[i+1],s0[i]}=c01[i]+s01[i]+c000[i];
		{c1[i+1],s1[i]}=c10[i]+s10[i]+c2_reg[i];
		{c2[i+1],s2[i]}=s21[i]+c21[i]+c200[i];
		{c3[i+1],s3[i]}=c30[i]+s30[i]+c4_reg[i];
		{c4[i+1],s4[i]}=c41[i]+s41[i]+CV;
		end
endmodule 
### /design/flow/run.sh
#!/bin/bash
# OpenROAD 26Q1-2900-gdf79404cd8, Yosys 0.63+post, stock flow scripts
make -C /OpenROAD-flow-scripts/flow DESIGN_CONFIG=/design/flow/config.mk WORK_HOME=/design/flow/orfs finish
==> Slide: Implementation Results <==
Implementation Results

Routing
  • DR iter-0 viols: 85
  • Wire per inst: 13.30 um
  • First-pass iteration count of the detailed router: 4
  • Vias/cell: 3.913
  • WL final: 7369 um
  • Drt drc: 0
  • Routed Antenna Nets: 0
  • Via Count: 2,168
  • Ant diodes: 0

Die
  • Die y size: 119.6 um
  • Die area: 14,300 um^2
  • Die width: 119.6 um
  • Boundary Pins: 50
  • Core footprint: 13,350 um^2
  • Fp util: 31.07%
  • Core Rows: 42

Global routing
  • First-pass GRT wire length: 12,780 um
  • Vias in the first global route: 2,467
  • GRT Overall Usage: 12.25%
  • Largest net degree at the start of global routing: 68
  • Initial antenna violation count: 0
  • Gr ovfl total: 0

Synthesis
  • Mean Syn Cell Area: 16.14 um^2
  • Post-Syn Area: 4148 um^2
  • Seq share, synth: 49.47%
  • Yosys cell count: 257
  • Cell area leaders: dfrtp_1 (49%), fa_1 (21%), ha_1 (8.1%), xor2_1 (8.0%), xnor3_1 (6.0%)
  • Flops after synth: 82
  • Yosys warnings: 172
  • Unique cell types: 10
  • Area leader, netlist: dfrtp_1
  • Mapped Cells: 257
  • Yosys top cell area share: 49.47%
  • Yosys chip area: 4148 um^2

Status
  • Status: finished clean

Setup path
  • Setup CP Type: in -> reg
  • Maximum fanout along the worst path: 4
  • Worst path max stage delay: 0.51 ns
  • Register-to-Register Path Depth: 2
  • CP endpoint kind: flip-flop
  • Cell mode on critical path: fa_1
  • Crit-path cells: clkdlybuf4s15_2 > buf_6 > fa_1 > fa_1 > xor2_1
  • CP required: 1.82 ns
  • CP Launch Type: input pin
  • CP max stage cell: fa_1
  • CP arrival: 1.78 ns

Placement
  • Gpl congestion: 0.8219
  • Hpwl dp: 5635 um
  • Cell Count Post-Placement: 530
  • Placed cell area: 5230 um^2
  • I/O Buffers: 45

Min path
  • Hold Crit Depth: 2
  • Worst Hold Class: in -> reg

Layout
  • Fin cells: 554
  • Comb gate area: 1942 um^2
  • Register area: 2052 um^2
  • Layout cells sized above 1: 26.98%
  • P&R area growth vs syn: 34.69%
  • Filler Cells Inserted: 1,226
  • Final instance area: 5587 um^2

Clock network
  • Clk sinks: 82
  • TritonCTS clock tree: built
  • Root Buffer: clkbuf_16
  • # hold bufs at CTS: 0
  • Deepest clock path buffer count: 2
  • Insertion delay at the late pin of the worst-skew pair: 0.33 ns
  • H-tree levels: 3
  • Total CTS buffers: 9
  • Clk pin slew, worst setup/hold paths: 0.06 ns

Job
  • Max_cap viols: 0
  • OpenROAD warning count: 30

Timing
  • Max Freq: 640.7 MHz
  • Clock Skew: 0.002767 ns
  • Setup Viol. Count Final: 0
  • Hold Vio Cnt, Final: 0
  • Tmin final: 1.561 ns
  • Final hold slack: 0.2886 ns
  • Final Max Tran Viols: 0
  • Final period utilization: 97.55%
  • RSZ-0062 raised after global routing: no

Power and ir drop
  • LEAKAGE: 0.002717 uW
  • Total power: 7046 uW
  • Pwr/cell area: 1261 nW/um^2
  • VDD IR max: 0.0005472 V
synth_stat cells, drive strengths merged:
cell type and n:
conb 1, ha 27, xnor2 11, xor2 38
fa 44, inv 38, dfrtp 82, xor3 1
buf 4, xnor3 11
kinds of logic (layout without fill, tap and decap cells):
| kind of cell | after synthesis | in the layout | share of synthesized area (%) |
|---|---|---|---|
| flip-flops | 82 | 82 | 49.47 |
| buffers and inverters | 42 | 160 | 4.163 |
| adder cells (fa/ha/maj) | 71 | 71 | 29.38 |
| XOR/XNOR | 61 | 61 | 16.89 |
| other | 1 | 4 | 0.09041 |
what timing repair did:
item	in CTS	in global routing
setup buffers	8	2
endpoints found under the setup margin	34	13
pin swaps	24	11
gates resized	55	17
area by class of cell:
| cell class | instances | area share, % |
|---|---|---|
| flip-flops and latches | 82 | 36.73 |
| multi-input cells | 136 | 34.76 |
| repair buffers | 107 | 16.44 |
| clock buffers | 10 | 4.278 |
| well taps | 176 | 3.942 |
| inverters | 38 | 2.688 |
| clock inverters | 5 | 1.165 |
routing by layer:
metal  vias to the layer above  wire length (um)  track usage [%]
met5                         -                 0                0
met4                         0                99            1.328
met3                         8               523            4.466
met2                        68              3517            18.75
met1                      1092              3228            18.15
li1                       1000                 -                -
critical path: cells and delay by family:
kind                     cells  cell delay [ns]
adder cells (fa/ha/maj)      2             0.93
buffers and inverters        2             0.35
XOR/XNOR                     1             0.17
final timing paths:
path / startpoint / slack (ns) / to
worst max-delay path: xn[7] / 0.04 / s2_reg[17]
worst min-delay path: xn[0] / 0.29 / s4_reg[3]
worst max register to register: s1_reg[23] / 0.41 / s0_reg[23]
worst min register to register: s2_reg[4] / 0.35 / s1_reg[4]
max in group asynchronous: reset / 0.83 / s2_reg[7]
min in group asynchronous: reset / 0.39 / s0_reg[15]
power breakdown:
part / switching, uW / internal [uW] / leakage, uW
logic: 733 / 1280 / 0.00161
registers: 241 / 2700 / 0.000955
clock network: 832 / 1250 / 0.000149
cells in the final DEF (no fill, tap or decap), types with 6 or more instances in the layout:
cell type         n
buf_2             6
clkbuf_16         9
ha_1             27
xnor3_1          11
xnor2_1          11
clkdlybuf4s50_1  29
xor2_1           37
dfrtp_1          82
inv_1            27
buf_6             9
inv_2             9
buf_4            53
fa_1             44
stage by stage:
stage	util (%)	setup WS [ns]	TNS, ns
2_1_floorplan	-	-0.06718	-0.1387
3_3_place_gp	39.18	-0.7557	-22.98
3_5_place_dp	39.18	-0.7761	-22.76
4_1_cts	41.97	0.008197	0
5_1_grt	41.85	0.001073	0
6_report	41.85	0.03923	0
Power is estimated from default activity; no workload was simulated.
